==> design.v <==
module divizor_simplu #(parameter N = 2)(input clock, output out);
reg [31:0] numar=0;
always @ (posedge clock)
     numar <= numar + 1;
assign out = numar[N];
endmodule
module random_coord(input clock, clock_movement, disp_active,
							input [10:0] xpos, ypos,
							input[10:0] h_resolution, v_resolution,
							output reg[10:0] x, y,
								output [10:0] numar
							);
reg [8:0] counter=0;
reg [4:0] R1, G1, B1, R2, G2, B2, R3, G3, B3;
reg [10:0] i=0, i2, i3;
wire clock_generate;
always @ (posedge clock)
	counter <= counter + 1;
always @ (posedge clock_generate)
	if (counter < 48) 
		begin
			x <= h_resolution - 1;
			y <= (counter * 5) + 20;
		end
	else if (counter <200 && counter>47)
		begin
			x <= h_resolution - 1;
			y <= counter * 2;
		end
		else if (counter>v_resolution)
			begin 
				x <= h_resolution - 1;
				y <= counter;
			end
			else begin
				x <= h_resolution - 1;
				y <= counter/2;
			end
always @ (posedge clock_movement)
		if (i==h_resolution)
			i <= 0;
		else 
			i <= i + 3;
assign R = (disp_active==1) ? ( ((xpos<(x-i) && xpos>(x-10-i)) && (ypos<(y) && ypos>(y-10))) ? 4'b1111 : 4'b0000) : 4'bzzzz;
assign G = (disp_active==1) ? ( ((xpos<(x-i) && xpos>(x-10-i)) && (ypos<(y) && ypos>(y-10))) ? 4'b0000 : 4'b0000) : 4'bzzzz;
assign B = (disp_active==1) ? ( ((xpos<(x-i) && xpos>(x-10-i)) && (ypos<(y) && ypos>(y-10))) ? 4'b0000 : 4'b0000) : 4'bzzzz;
divizor_simplu #(31) div (clock, clock_generate);
endmodule
==> run.sh <==
#!/bin/bash
# OpenROAD 26Q1-2900-gdf79404cd8, Yosys 0.63+post, stock flow scripts
make -C /OpenROAD-flow-scripts/flow DESIGN_CONFIG=/design/flow/config.mk WORK_HOME=/design/flow/orfs finish
==> config.mk <==
export PLATFORM = sky130hd
export DESIGN_NAME = random_coord
export DESIGN_NICKNAME = random_coord
export VERILOG_FILES = /design/flow/design.v
export SDC_FILE = /design/flow/constraint.sdc
export NUM_CORES = 4
export LEC_CHECK = 1
export CORE_UTILIZATION = 30
==> constraint.sdc <==
current_design random_coord

set clk_period 4.4
set clk_io_pct 0.2

create_clock -name clk0 -period $clk_period [get_ports {clock}]

set non_clock_inputs [all_inputs -no_clocks]
set_input_delay [expr $clk_period * $clk_io_pct] -clock clk0 $non_clock_inputs
set_output_delay [expr $clk_period * $clk_io_pct] -clock clk0 [all_outputs]
==> metrics.cfg <==
[placed_design]
hpwl_um = 4180
placed_cells_incl_taps = 506
placement.io_buffers = 44
gp_routability_congestion = 0.806

[yosys]
synth.avg_cell_area_sq_um = 9.64
syn-instance-count = 333
yosysWarningCount = 19
netlist-cell-type-count = 51
synth.area.top_cells = sky130_fd_sc_hd__dfxtp_1 (39%), sky130_fd_sc_hd__ha_1 (12%), sky130_fd_sc_hd__xnor2_1 (9.0%), sky130_fd_sc_hd__xor2_1 (4.9%), sky130_fd_sc_hd__buf_4 (2.8%)
enable_flop_cells = 0
yosys.stat.chipArea_sq_mm = 0.00321
flop_cell = sky130_fd_sc_hd__dfxtp_1
synthDominantAreaCellType = sky130_fd_sc_hd__dfxtp_1
yosysTopAreaCellShare_pct = 39.3
synth.cell_area_sq_mm = 0.00321
synth_async_sr_flop_share_pct = 0
synth-seq-area-share_pct = 39.3
ys_cells = 333
ys.flops = 63

[critical_path]
timing.critical_path.cells = and3_1, nand4_1, nor3_2, nand4_1, xnor2_1
critical_path_buf_inv_count = 0
required_ns = 4.56
timing.critical_path.to_type = flop
crit_path_max_cell_delay_ns = 0.46
critPathSlowestCell = sky130_fd_sc_hd__nor3_2
family_of_cells_with_the_greatest_summed_delay_on_the_critical_path = simple AND/OR/NAND/NOR gates
worst_path_most_repeated_cell = sky130_fd_sc_hd__nand4_1
critical_path.max_fanout = 6
crit_start_category = flop
worst-r2r-cell-count = 5
worst-endpoint-arrival_ns = 1.99
critPathKind = flop to flop
critical_path_cell_count = 5

[power_and_ir_drop]
worst_ir_drop_vdd_uv = 160
switching_power_uw = 144
pwr_density_cell_mw_per_mm2 = 187
power.switching_fraction_pct = 19.8
seq_power_share_pct = 51.3
power.total_uw = 724
power_frac_clock_pct = 43.4
intPower_uw = 580
total_leakage_power_nw = 1.64
comb_pwr_share_pct = 5.2

[die]
floorplan.die.width_um = 105
floorplanUtilization_pct = 31.0
placementRows = 37
chip_area_sq_mm = 0.0111
die_height_um = 105
ioPinCount = 80
core_sq_mm = 0.0104

[sta]
unconstrained_endpoints = 44
fin_skew_ns = 0.00590
timing.final.hold_violations = 0
worstMarginPinSlew_ns = 0.646
fmax_mhz = 548
worst_hold_slack_ns = 0.391
final-max-slew-violation-count = 0
worst_slew_margin_rel_pct = 56.9
grt_setup_unrepaired = false
unclocked_pins = 22
fin_setup_tns_ns = 0
finalSetupViolCount = 0
min_period_over_period_pct = 41.5
timing.final.crit_period_ns = 1.83

[final_layout]
layout.cells.most_common = sky130_fd_sc_hd__dfxtp_1
postLayoutCoreUtil_pct = 37.3
areaGrowthSynthToFinish_pct = 20.3
finalNonFillerCells = 514
lay_top_cells = sky130_fd_sc_hd__dfxtp_1 (63), sky130_fd_sc_hd__clkdlybuf4s50_1 (44), sky130_fd_sc_hd__xnor2_1 (33)
final_layout_size_suffix_gt1_share_pct = 4.23

[clock_tree]
clk-insertion-delay-late_ns = 0.29
cts_hold_buffers = 0
htree_levels = 2
tritoncts.num_buffers = 5
ctsLongestPathBuffers = 2
cts.reportedPaths.clkPinSlew_ns = 0.08
cts_tree = done
ctsResizeCount = 0
cts_setup_buffers = 0
cts.root.buffer_cell = sky130_fd_sc_hd__clkbuf_8

[routing]
route.antenna.diode_count = 0
first_pass_iters = 4
drtAntennaViolNets = 0
finalWirelength_um = 5370
drt-wirelength-per-cell_um = 10.5
route.vias.total = 2290
drc = 0
highest_layer = met4
routed_via_density = 4.46
detail_route.wirelength.met1_um = 2590
detail_route.iter0.violations = 48
wl_met3_um = 181
route.met2.wl_um = 2570

[flow_run]
tool_warnings = 49
max_cap_viol_count = 0

[grt]
grt_first_pass_wirelength_um = 9720
globalRouteTotalUtil_pct = 10.6
largest_net_degree_at_the_start_of_global_routing = 24
antenna_found_initial = 0
gr-total-overflow = 0
grt_pass1_vias = 2217

[outcome]
status = finished, final reports clean

[worst_hold_path]
hold-path-cell-count = 1
path_type_of_the_worst_min_delay_path = flop to flop

[path summary, 6_finish.rpt]
check	from	end	slack [ns]
worst max-delay path	div.numar[2]	div.numar[31]	2.57
worst min-delay path	div.numar[0]	div.numar[0]	0.39
worst max register to register	div.numar[2]	div.numar[31]	2.57
worst min register to register	div.numar[0]	div.numar[0]	0.39
[area by class of cell]
| cell class | count | area [sq um] |
|---|---|---|
| inverter | 19 | 71.3 |
| clock inverter | 2 | 37.5 |
| fill | 1041 | 6510 |
| clock buffer | 6 | 82.6 |
| timing repair buffer | 45 | 448 |
| tap | 136 | 170 |
| multi-input combinational | 243 | 1790 |
| sequential | 63 | 1260 |
[power by group through the flow]
stage | combinational [mW] | sequential [mW] | clock (mW)
CTS | 0.0385 | 0.371 | 0.324
global route | 0.0430 | 0.372 | 0.345
finish | 0.0379 | 0.371 | 0.314
[flip-flops by register name (all words and copies together) (netlist names)]
| register | count |
|---|---|
| div.numar | 32 |
| x | 11 |
| y | 11 |
| counter | 9 |
[routing by layer]
metal	vias up	GRT usage [%]
li1	1218	-
met1	1032	14.6
met2	36	18.5
met3	4	1.51
met4	0	0.905
met5	-	0
[logic make-up after synthesis]
logic type	after synthesis	share of synthesized area, %
and+or+nand+nor	98	15.5
DFF	63	39.3
xor gates and xnor gates	51	13.9
AOI/OAI and AO/OA	44	9.98
buffers and inverters	37	6.04
adders and majority gates	33	13.3
muxes	6	1.87
other	1	0.117
[stage by stage]
| stage | cell area [sq um] | setup WS, ns |
|---|---|---|
| 2_1_floorplan | 3250 | 2.86 |
| 3_3_place_gp | 3740 | 2.59 |
| 3_5_place_dp | 3740 | 2.58 |
| 4_1_cts | 3860 | 2.56 |
| 5_1_grt | 3860 | 2.42 |
| 6_report | 3860 | 2.57 |
[cell usage after synthesis (2+ instances only)]
library cell / number
sky130_fd_sc_hd__mux2i_1: 6
sky130_fd_sc_hd__nand2b_1: 3
sky130_fd_sc_hd__nor3_1: 5
sky130_fd_sc_hd__and4_1: 4
sky130_fd_sc_hd__nor2_1: 24
sky130_fd_sc_hd__a31oi_1: 3
sky130_fd_sc_hd__a211oi_1: 4
sky130_fd_sc_hd__o22a_1: 3
sky130_fd_sc_hd__and3_1: 3
sky130_fd_sc_hd__a21oi_1: 12
sky130_fd_sc_hd__fa_1: 2
sky130_fd_sc_hd__buf_4: 12
sky130_fd_sc_hd__o21ai_0: 4
sky130_fd_sc_hd__xnor2_1: 33
sky130_fd_sc_hd__buf_2: 2
sky130_fd_sc_hd__or3_1: 2
sky130_fd_sc_hd__inv_1: 19
sky130_fd_sc_hd__clkbuf_1: 2
sky130_fd_sc_hd__and2_1: 2
sky130_fd_sc_hd__nand2_1: 23
sky130_fd_sc_hd__nand4_1: 8
sky130_fd_sc_hd__o21a_1: 2
sky130_fd_sc_hd__nand3_1: 15
sky130_fd_sc_hd__nand3b_1: 2
sky130_fd_sc_hd__dfxtp_1: 63
sky130_fd_sc_hd__xor2_1: 18
sky130_fd_sc_hd__o22ai_1: 3
sky130_fd_sc_hd__ha_1: 31
